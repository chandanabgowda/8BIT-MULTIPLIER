## constraint.sdc

```tcl
current_design pipebiteightmulti

set clk_period 3.9
set clk_io_pct 0.2

create_clock -name clk0 -period $clk_period [get_ports {Clk}]

set non_clock_inputs [all_inputs -no_clocks]
set_input_delay [expr $clk_period * $clk_io_pct] -clock clk0 $non_clock_inputs
set_output_delay [expr $clk_period * $clk_io_pct] -clock clk0 [all_outputs]
```

## run.sh

```bash
#!/bin/bash
# OpenROAD 26Q1-2900-gdf79404cd8, Yosys 0.63+post, stock flow scripts
make -C /OpenROAD-flow-scripts/flow DESIGN_CONFIG=/design/flow/config.mk WORK_HOME=/design/flow/orfs finish
```

## design.v

```verilog
`timescale 1ns / 1ps
 module biteightmultiplier(Clk, St, Mplier, Mcand, Done, Result);
 input Clk;
 input St;
 input[7:0] Mplier;
 input[7:0] Mcand;
 output Done;
 output[15:0] Result;
 reg[7:0] State;
 reg[16:0] ACC;
 initial
 begin
 State = 0;
 ACC = 0;
 end
 always @(posedge Clk)
 begin
 case (State)
 0 :
 begin
 if (St ==1'b1)
 begin
 ACC[16:8] <= 5'b00000 ;
 ACC[7:0] <= Mplier ;
 State <= 1 ;
 end
 end
 1, 3, 5, 7, 9, 11, 13, 15:
       begin
 if (ACC[0] == 1'b1)
 begin
 ACC[16:8] <= {1'b0, ACC[15:8]} + Mcand ;
 State <= State + 1 ;
 end
 else
 begin
 ACC <= {1'b0, ACC[16:1]} ;
State <= State + 2 ;
 end
 end
 2, 4, 6, 8, 10, 12, 14, 16 :
 begin
 ACC <= {1'b0, ACC[16:1]} ;
 State <= State + 1 ;
 end
 17 :
 begin
 State <= 0 ;
 end
 endcase
 end
 assign Done = (State == 17) ? 1'b1 : 1'b0 ;
 assign Result = (State == 17) ? ACC[15:0] : 16'b0101010100000 ;
endmodule
`timescale 1ns / 1ps
module pipebiteightmulti(
    input Clk,
    input rst,
    input St,
    input [7:0]Mplier,
    input [7:0]Mcand,
    output reg Done,
    output reg [15:0]Result
    );
    reg St_d;
    reg [7:0]Mplier_d, Mcand_d;
    wire done_d;
    wire [15:0]result_d;
    biteightmultiplier uut(.Clk(Clk),.St(St_d),.Mplier(Mplier_d),.Mcand(Mcand_d),.Done(done_d),.Result(result_d));
    always @(posedge Clk or posedge rst) begin 
    if(rst) begin 
    St_d<=0;
    Mplier_d<=0;
    Mcand_d<=0;
    Done<=0;
    Result<=0;
    end
    else begin 
    St_d<=St;
    Mplier_d<=Mplier;
    Mcand_d<=Mcand;
    Done<=done_d;
    Result<=result_d;
    end
    end
endmodule
```

## config.mk

```make
export PLATFORM = sky130hd
export DESIGN_NAME = pipebiteightmulti
export DESIGN_NICKNAME = pipebiteightmulti
export VERILOG_FILES = /design/flow/design.v
export SDC_FILE = /design/flow/constraint.sdc
export NUM_CORES = 4
export LEC_CHECK = 1
export CORE_UTILIZATION = 30
```

==> out/metrics.csv <==
stage;metric;value;unit
status;status;completed;
logic_synthesis;#FFs+latches synth;59;
global_route;total congestion overflow;0;
timing;headroom to the max-slew limit;0.3882;
worst_setup_path;CP arrival;2580;ps
power_and_ir_drop;PD cells;414.7;nW/um2
route;Via-to-Cell Ratio;4.810;
power_and_ir_drop;Pint;1.124;mW
timing;post-layout period usage;0.6723;
cells_and_area;fin area;3332;um2
timing;Final Setup Violations;0;
worst_setup_path;Worst Path Required;3860;ps
cts;Post-CTS Resized;0;
power_and_ir_drop;Comb pwr share;0.038;
worst_setup_path;CP Capture Type;register;
worst_setup_path;reg-to-reg startpoint;uut.State[1];
route;DR iter-0 viols;61;
timing;RSZ-0062 raised after global routing;false;
timing;worst hold slack;472.1;ps
route;First-pass DRT Iterations;4;
cts;H-tree depth;3;
global_route;antenna violations before repair;0;
timing;Clock Skews;7.394;ps
worst_setup_path;CP startpoint kind;register;
run;Max Cap Viol;0;
logic_synthesis;Synth Cell Area;2630;um2
run;tool warning count;29;
route;ANT nets after route;0;
cells_and_area;Non-Filler Instances;352;
logic_synthesis;YS chip area;2630;um2
global_route;gr usage total;0.1173;
cts;TritonCTS Buffers;9;
cells_and_area;Synth-to-Final Area Change;26.69;%
power_and_ir_drop;clock power share;0.485;
die;core region area;8341;um2
route;n_diodes;0;
worst_setup_path;CP max FO;11;
timing;Fmax achieved;381.4;MHz
die;FP Util;0.3153;
placement;Post-Place Cell Area;3090;um2
cts;clock sinks;59;
timing;post-route minimum period;2622;ps
logic_synthesis;Seq/Total Area, Yosys;0.6089;
cells_and_area;Fillers;776;
global_route;vias in the first global route;1671;
cells_and_area;layout cells sized above 1;0.1134;
power_and_ir_drop;total power;1.382;mW
route;vias after detailed routing;1693;
power_and_ir_drop;Switch Pwr;258.0;uW
timing;final hold violations;0;
cts;clock slew at the register clock pins of the worst setup and hold paths;60;ps
die;die area;9145;um2
die;Horiz. Die Dim;95.63;um
logic_synthesis;asr flop ratio synth;0.5763;
min_path;hold path cells;1;
logic_synthesis;post-synth top area cell;dfrtp_1;
cts;insertion delay at the late pin of the worst-skew pair;330;ps
logic_synthesis;yosys cell count;198;
logic_synthesis;Netlist cell types;49;
global_route;first-pass GRT wire length;7907;um
timing;Slew Limit Fails;0;
power_and_ir_drop;P_leak;1.377;nW
worst_setup_path;reg-to-reg endpoint;uut.ACC[7];
cts;Post-CTS Setup Repair Bufs;0;
power_and_ir_drop;register share of total power;0.477;
logic_synthesis;top cells, area;dfrtp_1 (32%), edfxtp_1 (29%), ha_1 (6.7%);
min_path;hold path endpoint;Result[7];
worst_setup_path;FF-to-FF path depth;6;
worst_setup_path;R2R Setup Slk;1280;ps
worst_setup_path;kind of critical path;register to register;
placement;DP Cell Count;336;
timing;final setup TNS;0;ps
route;WL per Instance;13.54;um
logic_synthesis;count of library flops with an enable pin;25;
global_route;largest net degree at the start of global routing;35;
cells_and_area;most numerous logic cells after layout;clkdlybuf4s50_1 (35), dfrtp_1 (34), edfxtp_1 (25), a22o_1 (14), ha_1 (14);
logic_synthesis;yosys warns;2;
cells_and_area;Top cell excl fill/tap;clkdlybuf4s50_1;
logic_synthesis;Dominant flop cell;dfrtp_1;
route;Routed WL;4765;um
logic_synthesis;synthesized area per cell;13.28;um2
cts;cts hold-fix bufs;0;
placement;Placer Congestion;0.8812;
min_path;min-delay src;uut.ACC[7];
logic_synthesis;Cells after Synth;198;
die;die height;95.63;um
die;I/O pin cnt;36;
route;DR DRC count;0;
min_path;hold crit path type;register to register;
placement;Port Buf Inserts;35;
power_and_ir_drop;VDD IR-drop max;178.3;uV
timing;worst-margin pin slew;910.8;ps
placement;hpwl dp;3329;um
cts;Max Root-Sink Buffers;2;
power_and_ir_drop;switch share;0.1867;
logic_synthesis;Top cell area share;0.3235;
cts;root buf cell;clkbuf_8;
die;row count;33;
cts;CTS tree;built;
==> worst max-delay path: stages, from the launching register on <==
cell	delay (ps)
edfxtp_1	440
inv_1	110
ha_1	220
a211oi_2	430
nor4b_1	110
buf_4	200
nor3_1	740
==> worst max-delay path by stage <==
stage | startpoint | endpoint | depth (start not counted)
after CTS | uut.State[1] | uut.ACC[5] | 6
after global routing | uut.State[0] | uut.ACC[1] | 5
final | uut.State[1] | uut.ACC[7] | 6
==> cells in the mapped netlist (all sizes together), types with 2 or more instances <==
cell type and number:
a21oi 5, a32o 2, o211ai 2, edfxtp 25
dfrtp 34, a211oi 4, a21o 4, nor3 4
o21ai 8, nand2b 4, nand4 3, a22o 14
ha 14, nand3 5, nand2 5, buf 5
xor2 2, o21a 3, and2 12, or2 2
inv 9, nor2 10, nor4 2
==> cell type report <==
class / instances / area, um2 / area share
Clock buffer: 11 / 141.4 / 0.04243
Inverter: 9 / 33.78 / 0.01014
Sequential cell: 59 / 1602 / 0.4807
Tap cell: 105 / 131.4 / 0.03943
Clock inverter: 5 / 100.1 / 0.03004
Timing Repair Buffer: 37 / 365.4 / 0.1097
Multi-Input combinational cell: 126 / 958.4 / 0.2876
==> sequential cells by signal, indices dropped and copies added, names as in the netlist <==
register and count:
uut.ACC 17, Result 16, Mcand_d 8, Mplier_d 8
uut.State 8, Done 1, St_d 1
==> routing by layer <==
layer  vias up  global-route usage  part of all wire
met5         -                   0                 0
met4         0             0.02985             0.025
met3         8             0.03406             0.055
met2        53              0.1673              0.45
met1       810              0.1827              0.47
li1        822                   -                 -
==> cells by family after synthesis <==
logic type               count (synthesis)  synth area share
other                                    1          0.001426
multiplexers                             1          0.003806
AND-OR/OR-AND                           50            0.1456
buffers and inverters                   15           0.02949
flip-flops                              59            0.6089
XOR/XNOR                                 3          0.009992
adder cells (fa/ha/maj)                 15           0.07422
AND/OR/NAND/NOR                         54            0.1265
==> metrics by stage <==
stage | util | setup slack [ps]
after floorplan | - | 1565
after global placement | 0.3705 | 1329
after detailed placement | 0.3705 | 1271
after CTS | 0.3995 | 1268
after global routing | 0.3995 | 988.8
final | 0.3995 | 1278
==> power groups by stage <==
stage / logic [mW] / clock network, mW / registers, mW
after CTS: 0.0535 / 0.695 / 0.659
after global routing: 0.0588 / 0.725 / 0.659
final: 0.0524 / 0.670 / 0.659
Power is estimated from default activity; no workload was simulated.
